**/design/flow/design.v**
```verilog
`timescale 1ns / 1ns
module Booth_Multiplier(a, b, clk, reset, load, product);
    input [7:0] a, b;
    input clk, reset, load;
    output [15:0] product;
    reg signed [16:0] P, N, T;   
	reg [7:0] store_a, store_b;  
	reg [3:0] counter;  
	assign product = T[16:1];
	always @(posedge clk or posedge reset) begin  
		if(reset) begin   
			P <= 0;
			N <= 0;
			T = 0;
			store_a <= 0;
			store_b <= 0;
			counter = 0;
		end
		else if(load) begin  
			store_a <= a;
			store_b <= b;
			counter = 0;
			P <= 0;
			N <= 0;
			T = 0;
		end
		else if(!counter) begin  
			P <= store_a << 9;
			N <= -store_a << 9;
			T = store_b << 1;
			counter = counter + 1;
		end
		else if(counter <= 8) begin  
			if(T[0] ^ T[1] == 0)  
				T = T >> 1;
			else if(T[0])  
				T = (T + P) >> 1;
			else  
				T = (T + N) >> 1;
			T[16] = T[15];
			counter = counter + 1;  
		end
	end
endmodule
```
**/design/flow/run.sh**
```bash
#!/bin/bash
# OpenROAD 26Q1-2900-gdf79404cd8, Yosys 0.63+post, stock flow scripts
make -C /OpenROAD-flow-scripts/flow DESIGN_CONFIG=/design/flow/config.mk WORK_HOME=/design/flow/orfs finish
```
**/design/flow/config.mk**
```make
export PLATFORM = sky130hd
export DESIGN_NAME = Booth_Multiplier
export DESIGN_NICKNAME = Booth_Multiplier
export VERILOG_FILES = /design/flow/design.v
export SDC_FILE = /design/flow/constraint.sdc
export NUM_CORES = 4
export LEC_CHECK = 1
export CORE_UTILIZATION = 40
```
**/design/flow/constraint.sdc**
```tcl
current_design Booth_Multiplier

set clk_period 4.9
set clk_io_pct 0.2

create_clock -name clk0 -period $clk_period [get_ports {clk}]

set non_clock_inputs [all_inputs -no_clocks]
set_input_delay [expr $clk_period * $clk_io_pct] -clock clk0 $non_clock_inputs
set_output_delay [expr $clk_period * $clk_io_pct] -clock clk0 [all_outputs]
```
==> run summary <==
flow finished, numbers: final hold violations=0, CP required=5.09 ns, initial antenna violation count=0, per-cell routed wire length=12.88 um, RD Place Congestion=0.8267, Yosys Chip Area=0.002818 mm2, Max VDD drop=165.3 uV, largest net degree at the start of global routing=52, post-route insts no fill=398, synth warn=1, max_slew headroom=0.3607, DR vias/cell=5.045, clk sinks=51, CTS tree=yes, number of global-route vias before repair=1848, ys cells=285, CP startpoint kind=register, slowest CP cell=dfrtp_1, final setup violation count=0, die height=85.93 um, internal reg-to-reg setup slack=2.43 ns, crit path cell chain=mux2_2 > fa_1 > a21o_1 > a2111oi_4 > xnor2_1 > a221o_1, Ports=35, postcts setup bufs=0, WS Path Type=reg2reg, placed insts=390, first-pass iteration count of the detailed router=4, Cells after Synth=285, CTS Hold Bufs=0, endpoint class of the critical path=register, share of post-route cells with drive strength above 1=0.1325, Seq share, synth=0.4529, PostCTS Resize Cnt=0, setup_tns=0 ns, Cell Type Count=44, min setup slack post-route=2.433 ns, Core Util at FP=0.4147, DRT iter0 DRCs=92, tool warnings=26, Slew @ Worst Pin=0.9521 ns, Fillers=653, overall power=922.8 uW, die width=85.93 um, RSZ-0062 raised after global routing=false, core area=0.006794 mm2, final worst path period need=2.467 ns, WL final=5127 um, Worst Skew=0.01211 ns, Power Density=287.9 mW/mm2, data arrival time of the critical path=2.65 ns, total grt overflow=0, vias=2008, slowest stage delay, CP=0.57 ns, DRC Markers=0, Final ANT Viol Nets=0, clk buf depth=2, clk ins delay skew pair=0.31 ns, buffers added on ports=34, post-DP HPWL=3538 um, post-synthesis instance area=0.002818 mm2, worst min-delay path category=reg2reg, Clock transition at path regs=0.09 ns, Setup WS pre-CTS=2.285 ns, worst hold margin=0.5158 ns, CP max FO=9, max-slew violations=0, total track usage=0.1587, max cap viols=0, leakage power=0.001380 uW, H-tree levels=2, outcome=finished clean, crit share post-route=0.5036, ys flops=51, fmax=405.3 MHz, area grow syn2layout=13.77%, cts bufs inserted=5, Mean Syn Cell Area=9.887 um2, std cell rows=30, DIE AREA=0.007384 mm2, first-pass GRT wire length=9114 um, Antenna diodes=0, clock root cell=clkbuf_8
## flip-flops by register name (all words and copies together) (netlist names)
register and flops:
counter 4, N 7, P 8, store_b 8, T 16, store_a 8
## cell usage after synthesis (all sizes together)
cell / instances / area [um2]
a2111oi: 1 / 27.53
a211o: 2 / 17.52
a211oi: 1 / 7.510
a21o: 2 / 15.01
a21oi: 23 / 118.9
a221o: 1 / 10.01
a311oi: 8 / 70.07
and2: 1 / 6.260
and3: 3 / 28.78
and4bb: 1 / 12.51
buf: 24 / 163.9
clkbuf: 4 / 15.01
dfrtp: 51 / 1276
fa: 1 / 20.02
ha: 10 / 125.1
inv: 9 / 33.78
mux2: 20 / 225.2
mux2i: 3 / 30.03
nand2: 54 / 202.7
nand2b: 3 / 18.77
nand3: 2 / 10.01
nand3b: 2 / 15.01
nor2: 19 / 73.82
nor2b: 1 / 6.260
nor3: 2 / 10.01
nor3b: 1 / 7.510
nor4: 1 / 12.51
o211ai: 2 / 15.01
o21ai: 9 / 45.04
o221ai: 3 / 26.28
o31ai: 2 / 15.01
or2: 2 / 12.52
or3: 1 / 6.260
or3b: 1 / 8.760
or4: 2 / 15.01
xnor2: 8 / 70.07
xor2: 5 / 43.79
## layer usage
layer,share of wire,track usage
met3,0.038,0.03223
met2,0.44,0.2287
met5,0,0
met4,0.0092,0.01515
met1,0.51,0.2661
## cells by family (layout without fill, tap and decap cells)
kind of cell / count (synthesis) / in the layout / synth area share
AND-OR/OR-AND: 54 / 54 / 0.1306
XOR/XNOR: 13 / 13 / 0.04041
flip-flops: 51 / 51 / 0.4529
buffers and inverters: 37 / 54 / 0.07549
AND/OR/NAND/NOR: 96 / 96 / 0.1585
adder cells (fa/ha/maj): 11 / 11 / 0.05151
multiplexers: 23 / 23 / 0.09059
## through the flow
| step | area [um2] | utilization |
|---|---|---|
| 2_1_floorplan | 2818 | - |
| 3_3_place_gp | 3117 | 0.4587 |
| 3_5_place_dp | 3117 | 0.4587 |
| 4_1_cts | 3206 | 0.4718 |
| 5_1_grt | 3206 | 0.4718 |
| 6_report | 3206 | 0.4718 |
## power breakdown
part           internal, uW  switching, uW  total, uW
clock                   103            143        246
sequential              459           34.2        493
combinational          91.8           91.7        184
total                   654            269        923
## final cells by class
type | instances | area, um2 | area share
multi-input cells | 197 | 1329 | 0.4145
flip-flops and latches | 51 | 1276 | 0.3981
clock inverters | 2 | 16.27 | 0.005074
inverters | 9 | 33.78 | 0.01054
well taps | 96 | 120.1 | 0.03747
clock buffers | 6 | 72.57 | 0.02264
repair buffers | 37 | 357.8 | 0.1116
## cells in the final DEF, fill, tap and decap left out, types with 5 or more instances in the layout
cell / instances
nand2_1: 54
dfrtp_1: 51
clkdlybuf4s50_1: 33
a21oi_1: 22
mux2_2: 20
nor2_1: 18
ha_1: 10
o21ai_0: 9
xnor2_1: 8
inv_1: 8
a311oi_1: 8
xor2_1: 5
clkbuf_8: 5
## worst paths after layout
kind | end | cells after the start | from
max | T[14]$_DFFE_PP0P_ | 6 | T[0]$_DFFE_PP0P_
min | store_b[4]$_DFFE_PP0P_ | 1 | store_b[4]$_DFFE_PP0P_
max reg2reg | T[14]$_DFFE_PP0P_ | 6 | T[0]$_DFFE_PP0P_
min reg2reg | store_b[4]$_DFFE_PP0P_ | 1 | store_b[4]$_DFFE_PP0P_
max in group asynchronous | T[4]$_DFFE_PP0P_ | 3 | reset
min in group asynchronous | T[6]$_DFFE_PP0P_ | 3 | reset
## critical path, delay by kind of cell, from the launching register on
kind / cells / cell delay [ns]
AOI/OAI and AO/OA: 3 / 0.83
DFF: 1 / 0.57
adders and majority gates: 1 / 0.43
muxes: 1 / 0.41
xor gates and xnor gates: 1 / 0.11
Power and IR drop assume default switching activity.
