==> design.v <==
module Sequential_Unsigned_Comparator(a, b, ip, op, clk, reset, l, e, g);
    input [31:0] a, b;                                               
    input ip, op, clk, reset;                                        
    output reg l, e, g;                                              
    reg [31:0] A, B;                                                 
    parameter L = 3'b100, E = 3'b010, G = 3'b001;                    
    reg [2:0] state, next;                                           
    always @(posedge clk, posedge reset) begin                       
        if (reset) begin                                             
          state <= E;
        end
        else begin   
          state <= next;                                             
        end
    end
    always @(posedge clk) begin                                      
        A <= (A << 1);
        B <= (B << 1);
    end
    always @(posedge clk) begin   
        next = state;                                                
        case (state)   
            L : begin                                                
                next = L;
            end
            E : begin                                                
                if (A[31] && B[31]) next = E;                        
                else if (!A[31] && !B[31]) next = E;                 
                else if (A[31] && !B[31]) next = G;                  
                else if (!A[31] && B[31]) next = L;                  
            end
            G : begin
                next = G;                                            
            end
        endcase
    end
    always @(posedge ip) begin
        if (ip) begin
            A <= a;
            B <= b;
        end
    end
    always @(op) begin
        if (op) begin   
          case (state)
            L : begin   
              l <= 1;
              e <= 0;
              g <= 0;
            end
            E : begin   
              l <= 0;
              e <= 1;
              g <= 0;
            end
            G : begin  
              l <= 0;
              e <= 0;
              g <= 1;
            end
          endcase
        end
        else begin   
          l <= 0;
          e <= 0;
          g <= 0;
        end
    end
endmodule
==> run.sh <==
#!/bin/bash
# OpenROAD 26Q1-2900-gdf79404cd8, Yosys 0.63+post, stock flow scripts
make -C /OpenROAD-flow-scripts/flow DESIGN_CONFIG=/design/flow/config.mk WORK_HOME=/design/flow/orfs finish
==> config.mk <==
export PLATFORM = sky130hd
export DESIGN_NAME = Sequential_Unsigned_Comparator
export DESIGN_NICKNAME = Sequential_Unsigned_Comparator
export VERILOG_FILES = /design/flow/design.v
export SDC_FILE = /design/flow/constraint.sdc
export NUM_CORES = 4
export LEC_CHECK = 1
export CORE_AREA = 10 10 70 70
export DIE_AREA = 0 0 80 80
==> constraint.sdc <==
current_design Sequential_Unsigned_Comparator

set clk_period 1.3
set clk_io_pct 0.2

create_clock -name clk0 -period $clk_period [get_ports {clk}]
create_clock -name clk1 -period $clk_period [get_ports {ip}]

set non_clock_inputs [all_inputs -no_clocks]
set_input_delay [expr $clk_period * $clk_io_pct] -clock clk0 $non_clock_inputs
set_output_delay [expr $clk_period * $clk_io_pct] -clock clk0 [all_outputs]
==> changes_impl.md <==
## Implementation

* Area of the multi-input gates at about 63 µm²
* TritonCTS clock tree: yes
* Post-CTS sizing at 0
* # Post-CTS Setup Buffers at 0
* Crit Path Category: reg2reg
* Setup tns final at 0 ns
* PnR worst setup slack at around 0.66 ns
* Share of cells above drive strength 1 at roughly 19%
* Register pins left without a clock at 3
* R2r startpoint: state[1]
* Antenna Violating Nets Remaining at 0
* Peak VDD IR at 0.285 mV
* Filler Cell Count at about 400
* Placer Congestion at between 0.6 and 0.7
* Max cap viols at 0
* Critical R2R Capture: next[1]
* Drt drc at 0
* Post-Place Setup Slack at about 0.63 ns
* Detailed Route WL at ~400 µm
* Rows at 21
* Leak at approximately 0.14 nW
* Fp_density at 7.58%
* CTS root buf: clkbuf_4
* Diodes inserted at 0
* Final Hold Slack at about 0.18 ns
* Die Span Y at approximately 80 µm
* H-tree Lvls at 1
* IO Pins at 71
* Initial antenna violation count at 0
* CTS Buf Count at 3
* Area Overhead vs Synth at 47.3%
* WP data arrival at between 0.8 and 0.9 ns
* Syn Area/Cell at 12.9 µm²
* WP data required at ~1.5 ns
* Normalized max-slew margin at 87.7%
* Post-synth top area cell: dfxtp_1
* Reg clk slew, reported paths at about 0.050 ns
* IO Port Bufs at 5
* Endpoints left unconstrained at 6
* Tightest Pin Transition at around 0.18 ns
* GRT Overall Usage at between 1.5 and 2%
* Post-synth EDFFs at 0
* Cell Area, Placed at between 300 and 400 µm²
* Total tool warning count at ~91
* Post-Syn Area at approximately 260 µm²
* Core footprint at between 0.003 and 0.004 mm²
* Setup violators final at 0
* Status: complete, no violations
* Crit path capture type: flop
* Router iterations before antenna repair at 2
* Pwr per Cell Area at ~1000 mW/mm²
* Setup crit start kind: flop
* Netlist cell types at 12
* Die Size at 0.00640 mm²
* Ys async rst share at between 30% and 40%
* Vias in the first global route at ~160
* Pin count of the biggest net entering global routing at 7
* Cell count listed in synth_stat.txt at 20
* Flop area at 181 µm²
* Fin area at ~380 µm²
* Total number of yosys warnings at 129
* Top cell area share at roughly 23%
* Total congestion overflow at 0
* First-pass GRT wire length at 724 µm
* Via density at roughly 2
* Endpoints failing hold at 0
* Violation tally from detailed-route iteration zero at 12
* Top cells, area: dfxtp_1, dfrtp_1, dlxtn_1
* Worst Hold Class: in2async
* Clock buffer depth at 2
* Mapped Cells at 20
* FF-to-FF setup slack at approximately 0.66 ns
* YS chip area at between 200 and 300 µm²
* Primary FF master, synth: dlxtn_1
* Flops out of synthesis at 9
* Reg2reg path depth at 0
* Vias post-DR at 140
* Die width at around 80 µm
* Commonest cells in the netlist: clkbuf_1, dfxtp_1, dlxtn_1, dfrtp_1, xnor2_1
* Critical Path Fanout Max at 5
* Layout Skew at 0.00589 ns
* Wirelength per Cell at about 5.6 µm
* Final Max Tran Viols at 0
* Post-CTS Hold Fix Bufs at 0
* RSZ-0062 raised after global routing: false
-- cell type report --
class,instances,area share [%]
Tap cell,46,15.1
Sequential cell,9,47.5
Multi-Input combinational cell,7,16.4
Clock buffer,4,6.89
Inverter,1,0.984
Timing Repair Buffer,5,13.1
-- metrics by stage --
step / util (%) / power (W) / instances
after floorplan: - / 0.000198 / 20
after CTS: 11.2 / 0.000397 / 72
after global placement: 10.4 / 0.000208 / 68
final: 11.2 / 0.000386 / 72
after global routing: 11.2 / 0.000412 / 72
after detailed placement: 10.4 / 0.000208 / 68
-- flip-flops by register name, summed over array words and instances, names as in the netlist --
name	cells
next	3
state	3
e	1
g	1
l	1
-- worst max path at each step --
stage         startpoint      end  depth (start not counted)
CTS             state[1]  next[1]                          0
global route    state[1]  next[1]                          0
finish          state[1]  next[1]                          0
-- metal layers --
layer	track usage [%]	vias to the layer above	wire, µm
met5	0	-	0
met1	1.81	54	193
li1	-	77	-
met2	1.52	9	95
met3	2.27	0	111
met4	0.176	0	0
-- where the power goes --
group          leakage (nW)  internal (W)  total (W)  switching (W)
Combinational        0.0352    0.00000928  0.0000142     0.00000489
Clock                0.0150      0.000116   0.000181      0.0000646
Sequential           0.0857      0.000190   0.000191    0.000000246
Total                 0.136      0.000316   0.000386      0.0000698
-- cells by family after synthesis --
family                 Yosys count  synth area share, %
flip-flops                       6                 52.7
buffers and inverters            4                 5.80
AND/OR/NAND/NOR                  3                 10.1
latches                          3                 17.4
AND-OR/OR-AND                    2                 7.25
XOR/XNOR                         2                 6.76
-- placed cells by master (no fill, tap or decap) --
cell type	synthesis	layout
dfstp_2	1	1
dlxtn_1	3	3
o21a_1	1	1
dfxtp_1	3	3
and4bb_2	1	1
clkbuf_4	0	3
xnor2_1	2	2
nand2b_1	1	1
dfrtp_1	2	2
clkbuf_1	3	1
nor3b_1	1	1
clkdlybuf4s50_1	0	5
inv_1	1	1
o221a_1	1	1
Power and IR drop assume default switching activity.
