`flow/run.sh`:
```
#!/bin/bash
# OpenROAD 26Q1-2900-gdf79404cd8, Yosys 0.63+post, stock flow scripts
make -C /OpenROAD-flow-scripts/flow DESIGN_CONFIG=/design/flow/config.mk WORK_HOME=/design/flow/orfs finish
```
`flow/config.mk`:
```
export PLATFORM = sky130hd
export DESIGN_NAME = barrel_shifter
export DESIGN_NICKNAME = barrel_shifter
export VERILOG_FILES = /design/flow/design.v
export SDC_FILE = /design/flow/constraint.sdc
export NUM_CORES = 4
export LEC_CHECK = 1
export CORE_AREA = 10 10 70 70
export DIE_AREA = 0 0 80 80
```
`flow/constraint.sdc`:
```
current_design barrel_shifter

set clk_period 1.6
set clk_io_pct 0.2

create_clock -name clk0 -period $clk_period

set non_clock_inputs [all_inputs -no_clocks]
set_input_delay [expr $clk_period * $clk_io_pct] -clock clk0 $non_clock_inputs
set_output_delay [expr $clk_period * $clk_io_pct] -clock clk0 [all_outputs]
```
`flow/design.v`:
```
`timescale 1ns/1ns
module mux2to1( input[7:0] in1,input [7:0] in0,input sel,output [7:0] out);
assign out=sel?in0:in1;   
endmodule
 module barrel_shifter(input[7:0] in,input[2:0] shamt,input dir,output[7:0]out);
        reg [7:0] w1;  
        wire [7:0] out1;  
        always @(in or dir) begin   
           if(dir==1'b1) begin   
             w1={in[3:0],4'b0};
        end
        else begin
             w1={4'b0,in[7:4]};  
        end 
        end
        mux2to1 m1(in,w1,shamt[2],out1);   
        reg [7:0] w2;   
        wire [7:0] out2;  
        always @(out1 or dir) begin  
        if(dir==1'b1) begin
             w2={out1[5:0],2'b0};  
        end
        else begin
             w2={2'b0,out1[7:2]};   
        end    
        end
        mux2to1 m2(out1,w2,shamt[1],out2);   
        reg[7:0] w3;   
        wire[7:0] out3;   
        always @(out2 or dir) begin   
         if(dir==1'b1) begin
             w3={out2[6:0],1'b0};   
        end
        else begin
             w3={1'b0,out2[7:1]};   
        end   
        end
        mux2to1 m3(out2,w3,shamt[0],out3);    
        assign out=out3;   
endmodule
```
==> flow_summary_export.csv <==
group,metric,value,unit
final_timing,fmax,576,MHz
drt,antenna_cells,0,
logic_synthesis,netlist.top_cell.by_instances,"sky130_fd_sc_hd__mux2i_1",
floorplan,dieHeight,80,um
logic_synthesis,synth.top_cell.area_share,0.198,
logic_synthesis,synthesis.area_per_instance,6.94,um^2
logic_synthesis,seq_area_frac_synth,0,
placement,dpl-instance-area,917,um^2
logic_synthesis,syn-cell-area,556,um^2
logic_synthesis,synth.lib_cells_used.distinct,33,
power_and_ir_drop,power.density,277,nW/um^2
global_route,grt_antenna_before_repair,0,
critical_path,cpPeakStageDelay,380,ps
global_route,grt_start_max_net_pins,17,
placement,port_buffers,20,
logic_synthesis,logic_family,"AND-OR/OR-AND gates",
job,openroad.warnings,34,
logic_synthesis,post_synth_ao_oa_area_fraction,0.351,
critical_path,cp_data_arrival_time,1420,ps
floorplan,fp-utilization,0.163,
logic_synthesis,simple_gate_share,0.347,
critical_path,timing.critical_path.cells,"buf_8 > or3b_4 > o211ai_1 > buf_6 > nand2b_4 > o211a_1 > buf_2",
final_timing,timing.max_slew.rel_slack,0.791,
floorplan,die-area,6400,um^2
final_layout,num-clock-buffers,0,
run_status,violations,"setup timing",
final_layout,drive_gt1_frac,0.574,
final_timing,setup_tns_after_final_layout,-701,ps
final_timing,final_max_slew_violation_tally,0,
global_route,grt_most_used_layer,"met2",
drt,avgRoutedWirePerCell,13.5,um
final_timing,setup_viol,8,
logic_synthesis,ys_sh_xor,0,
final_timing,transition_time_of_the_tightest_slew_check_pin,312,ps
critical_path,critPathSlowestCell,"sky130_fd_sc_hd__or3b_4",
critical_path,worstPathBufferInverterCount,3,
logic_synthesis,yosys_warnings,1,
placement,hpwl,1.63,mm
critical_path,critPathKind,"input port to output pin",
power_and_ir_drop,p_leak,0.000500,uW
final_timing,layout_worst_path_cycle_share,1.09,
final_layout,flop_area,0,um^2
critical_path,worst_setup_path_start_kind,"input port",
floorplan,fp.dieW,80,um
global_route,globalRouteTotalUtil,0.0670,
logic_synthesis,yosys_cells,80,
power_and_ir_drop,peakVddDrop,0.000112,V
critical_path,cp_top_family,"simple AND/OR/NAND/NOR gates",
floorplan,io-pin-count,20,
logic_synthesis,mux_area_frac,0.198,
placement,pre_cts_slack,-993,ps
logic_synthesis,synth-adder-area-share,0,
logic_synthesis,top_cells_by_count,"sky130_fd_sc_hd__mux2i_1, sky130_fd_sc_hd__a21oi_1, sky130_fd_sc_hd__nand2b_1, sky130_fd_sc_hd__nor3_1",
critical_path,timing.critical_path.from,"shamt[1]",
critical_path,crit_required,1280,ps
job,max-cap-violations,0,
global_route,grt_ovf,0,
critical_path,critical_path_peak_fanout,4,
final_layout,flop_count,0,
global_route,global_route_wire_length_before_repair,3.67,mm
global_route,gr-usage-met1,0.0984,
final_timing,grt_setup_unrepaired,"true",
global_route,globalRouteMet2Util,0.108,
run_status,run_status,"finished, violations left",
drt,drt_first_iter_violations,35,
critical_path,timing.critical_path.to_type,"output pin",
drt,drtAntennaViolNets,0,
final_timing,worst_slack,-136,ps
logic_synthesis,synthesis_area_per_yosys,556,um^2
drt,drt_pre_antenna_iters,4,
logic_synthesis,syn_inst,80,
drt,drt_drc_violations_left,0,
drt,vias,798,
min_path,hold_path_class,"input port to output pin",
floorplan,std_cell_rows,21,
power_and_ir_drop,total_power,307,uW
placement,gp_congestion,0.889,
min_path,timing.hold.worst.start,"shamt[1]",
floorplan,placeableCoreArea,3420,um^2
logic_synthesis,post-synth-top-area-cell,"sky130_fd_sc_hd__mux2i_1",
final_layout,synthToLayoutAreaGrowth,99.5,%
final_timing,final_hold_viols,0,
global_route,grt_pass1_vias,767,
final_layout,final_cell_area,1110,um^2
global_route,grt_util_met3,0.00682,
drt,vias_per_cell,4.75,
drt,finalWirelength,2.26,mm
final_timing,final.min_clock_period,1740,ps
logic_synthesis,synth.top_cells.by_area,"sky130_fd_sc_hd__mux2i_1, sky130_fd_sc_hd__a21oi_1, sky130_fd_sc_hd__nand2b_1, sky130_fd_sc_hd__nor2b_1, sky130_fd_sc_hd__nor3_1",
-- cell usage in the layout, fill, tap and decap left out, types with 2 or more instances in the layout --
cell                            Yosys  routed
sky130_fd_sc_hd__a211o_1            2       2
sky130_fd_sc_hd__a21oi_1            9       5
sky130_fd_sc_hd__a21oi_2            0       4
sky130_fd_sc_hd__a31oi_1            3       3
sky130_fd_sc_hd__buf_2              4      14
sky130_fd_sc_hd__buf_4              1      17
sky130_fd_sc_hd__buf_6              2      10
sky130_fd_sc_hd__buf_8              0       4
sky130_fd_sc_hd__dlygate4sd2_1      0       2
sky130_fd_sc_hd__mux2i_1           11       9
sky130_fd_sc_hd__nand2_1            4       4
sky130_fd_sc_hd__nand2b_1           6       2
sky130_fd_sc_hd__nand2b_4           0       4
sky130_fd_sc_hd__nand3_1            4       4
sky130_fd_sc_hd__nor2b_1            4       2
sky130_fd_sc_hd__nor2b_2            0       2
sky130_fd_sc_hd__nor3_1             5       5
sky130_fd_sc_hd__nor3b_2            0       2
sky130_fd_sc_hd__o22a_1             2       2
sky130_fd_sc_hd__or3b_4             0       2
-- cell families after synthesis --
group	after synthesis
AOI/OAI and AO/OA	28
buffers and inverters	9
muxes	11
and+or+nand+nor	32
-- per-stage QoR --
| step | cells | hold slack (ps) | util |
|---|---|---|---|
| after global routing | 168 | 1220 | 0.325 |
| after detailed placement | 159 | 1710 | 0.268 |
| after global placement | 159 | 1720 | 0.268 |
| after CTS | 166 | 1180 | 0.293 |
| after floorplan | 80 | 729 | - |
| final | 168 | 1170 | 0.325 |
-- metal layers --
| metal | routed length, um | vias up |
|---|---|---|
| met3 | 76 | 0 |
| met1 | 1170 | 381 |
| met4 | 0 | 0 |
| met2 | 1020 | 24 |
| li1 | - | 393 |
| met5 | 0 | - |
-- cell type report --
type,instances,area [um^2]
fillers,358,2310
well taps,46,57.6
repair buffers,50,444
inverters,1,3.75
multi-input cells,71,603
-- power by group --
part | switching [uW] | leakage, uW | internal, uW
registers | 0 | 0 | 0
clock network | 0 | 0 | 0
logic | 129 | 0.000500 | 178
total | 129 | 0.000500 | 178
-- worst paths after layout --
path	to	depth (start not counted)	slack, ps
worst max-delay path	out[1]	7	-140
worst min-delay path	out[1]	5	1170
-- repair_timing --
item,in CTS,in global routing
setup endpoints to repair,8,8
hold buffers,0,0
setup buffers,7,2
pin swaps,15,10
endpoints found under the hold margin,0,0
cloned,0,1
gates resized,97,17
Power figures rest on the tool's default switching activity, not on a simulated workload.
